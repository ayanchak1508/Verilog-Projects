--- design/flow/run.sh ---
#!/bin/bash
# OpenROAD 26Q1-2900-gdf79404cd8, Yosys 0.63+post, stock flow scripts
make -C /OpenROAD-flow-scripts/flow DESIGN_CONFIG=/design/flow/config.mk WORK_HOME=/design/flow/orfs finish
--- design/flow/design.v ---
`timescale 1ns / 1ps
module uart_rx(input clk,
	input data_line,
	output flag,
	output [7:0]data_byte
    );
parameter CLKS_PER_BIT = 3'b111;
parameter S_IDLE = 3'b000;
parameter S_START = 3'b001;
parameter S_DATA = 3'b010;
parameter S_PARITY = 3'b011;
parameter S_STOP = 3'b100;
parameter S_CLEANUP = 3'b101;
reg [2:0]current_state = 3'b000;
reg current_data;
reg current_data_temp;
reg [3:0]clk_counter = 4'b0000;
reg [2:0]bit_index = 3'b000;
reg [7:0]data = 8'b00000000;
reg parity_bit = 1'b0;
reg parity_flag = 1'b0;
always@(posedge clk)
begin
	current_data_temp <= data_line;
	current_data <= current_data_temp;
end
always@(posedge clk)
begin
	case(current_state)
		S_IDLE:
			begin
				if(current_data == 0)
				begin
					current_state <= S_START;
					clk_counter <= 0;
					bit_index <= 0;
					parity_bit <= 0;
					parity_flag <= 0;
				end
				else
					current_state <= S_IDLE;
			end
		S_START:
			begin
				if (clk_counter == (CLKS_PER_BIT>>1))
				begin
					if (current_data == 0)
					begin
						current_state <= S_DATA;
						clk_counter <= 0;
					end
					else
						current_state <= S_IDLE;
				end
				else
				begin
					clk_counter <= clk_counter + 1;
					current_state <= S_START;
				end
			end
		S_DATA:
			begin
				if (clk_counter == CLKS_PER_BIT)
				begin
					clk_counter <= 0;
					data[bit_index] <= current_data;
					if (bit_index == 7)
					begin
						current_state <= S_PARITY;
						bit_index <= 0;
					end
					else
					begin
						parity_bit <= parity_bit^current_data;
						bit_index <= bit_index + 1;
						current_state <= S_DATA;
					end
				end
				else
				begin
					clk_counter <= clk_counter + 1;
					current_state <= S_DATA;
				end
			end
		S_PARITY:
			begin
				if (clk_counter == CLKS_PER_BIT)
				begin
					clk_counter <= 0;
					current_state <= S_STOP;
					if(parity_bit^current_data == 1'b1)
						parity_flag <= 1'b1;
					else
						parity_flag <= 1'b0;
				end
				else
				begin
					clk_counter <= clk_counter + 1;
					current_state <= S_PARITY;
				end
			end
		S_STOP:
			begin
				if (clk_counter == CLKS_PER_BIT)
				begin
					clk_counter <= 0;
					current_state <= S_CLEANUP;
				end
				else
				begin
					clk_counter <= clk_counter + 1;
					current_state <= S_STOP;
				end
			end
		S_CLEANUP:
			begin
				if (clk_counter == (CLKS_PER_BIT>>1))
				begin
					clk_counter <= 0;
					current_state <= S_IDLE;
					data <= 8'b00000000;
					parity_bit <= 0;
					parity_flag <= 0;
				end
				else
				begin
					clk_counter <= clk_counter + 1;
					current_state <= S_CLEANUP;
				end
			end
		default:
			begin
				current_state <= S_IDLE;
			end
	endcase
end
assign data_byte = data;
assign flag = parity_flag;
endmodule
--- design/flow/constraint.sdc ---
current_design uart_rx

set clk_period 2.9
set clk_io_pct 0.2

create_clock -name clk0 -period $clk_period [get_ports {clk}]

set non_clock_inputs [all_inputs -no_clocks]
set_input_delay [expr $clk_period * $clk_io_pct] -clock clk0 $non_clock_inputs
set_output_delay [expr $clk_period * $clk_io_pct] -clock clk0 [all_outputs]
--- design/flow/config.mk ---
export PLATFORM = sky130hd
export DESIGN_NAME = uart_rx
export DESIGN_NICKNAME = uart_rx
export VERILOG_FILES = /design/flow/design.v
export SDC_FILE = /design/flow/constraint.sdc
export NUM_CORES = 4
export LEC_CHECK = 1
export CORE_AREA = 10 10 102 102
export DIE_AREA = 0 0 112 112
==> impl_metrics.env <==
# implementation run metrics
export IMPL_outcome="finished, final reports clean"
export IMPL_root_buffer="clkbuf_8"
export IMPL_synth_seq_cells=22
export IMPL_criticalPathCategory="register to register"
export IMPL_drt_wl_total_um=2610
export IMPL_clock_latency_late_pin_ns=0.27
export IMPL_fp_dieW_um=112
export IMPL_cts_tree="built"
export IMPL_core_area_sq_um=8220
export IMPL_final_cells=249
export IMPL_worstPathArrival_ns=2.01
export IMPL_internal_power_mw=0.776
export IMPL_syn_area_per_cell_sq_um=9.83
export IMPL_antenna_found_initial=0
export IMPL_grt_pass1_vias=912
export IMPL_num_io_pins=11
export IMPL_drcViolationCount=0
export IMPL_pwr_share_clk=0.246
export IMPL_ys_area_sq_um=1320
export IMPL_rsz0062_at_grt="false"
export IMPL_hp_class="register to register"
export IMPL_fp_dieH_um=112
export IMPL_maxCapViolations=0
export IMPL_cts_resized_gates=0
export IMPL_cts_path_max_buffers=2
export IMPL_clkTransAtPathRegs_ns=0.09
export IMPL_synthCells=134
export IMPL_critical_path_max_fanout=13
export IMPL_hold_violations=0
export IMPL_fin_worst_skew_ns=0.00881
export IMPL_cp_start_kind="register"
export IMPL_drtPass1Iterations=4
export IMPL_grt_pass1_wl_um=4440
export IMPL_fill_cells=874
export IMPL_die_area_sq_um=12500
export IMPL_critPathCaptureType="register"
export IMPL_tightest_slew_ns=0.546
export IMPL_yosysTopAreaCell="edfxtp_1"
export IMPL_grt_max_degree=18
export IMPL_clock_sinks=22
export IMPL_diodes=0
export IMPL_dp_slack_ns=0.888
export IMPL_final_cell_mix="edfxtp_1, nand2_1, nor2_1"
export IMPL_portBuffers=10
export IMPL_yosys_warnings=1
export IMPL_synth_cell_types=38
export IMPL_p_comb_frac=0.302
export IMPL_lay_top_count="edfxtp_1"
export IMPL_p_sw_mw=0.404
export IMPL_powerDensity_nw_per_um2=739
export IMPL_ctsHoldBuffers=0
export IMPL_setup_slack_ns=0.872
export IMPL_slew_headroom=0.635
export IMPL_cp_startpoint="current_state[0]"
export IMPL_finalClockPeriodUsage=0.699
export IMPL_slew_viol_final=0
export IMPL_vias=1012
export IMPL_drive_above_1_share=0.0903
export IMPL_log_warning_count=28
export IMPL_min_from="current_data_temp"
export IMPL_wl_per_cell_um=10.5
export IMPL_ys_cells=134
export IMPL_yosys_top_cells_area="edfxtp_1, dfxtp_1, ha_1"
export IMPL_syn_to_final_growth_pct=21.2
export IMPL_gp_congestion=0.855
export IMPL_r2r_start="current_state[0]"
export IMPL_fmax_mhz=493
export IMPL_htree_levels=1
export IMPL_initial_core_util=0.160
export IMPL_syn_area_sq_um=1320
export IMPL_ir_drop_mv=0.288
export IMPL_place_hpwl_um=1910
export IMPL_worst_ep_required_time_ns=2.89
export IMPL_grt_total_usage=0.0402
export IMPL_numCtsBuffers=3
export IMPL_viasPerCell=4.06
export IMPL_period_minus_slack_ns=2.03
export IMPL_setup_viol=0
export IMPL_drt_initial_drc_count=114
export IMPL_swShare=0.342
export IMPL_hold_ws_ns=0.327
export IMPL_overflow=0
export IMPL_synth_top_cell_area_share=0.387
export IMPL_timing_setup_tns_ns=0
export IMPL_p_seq_frac=0.452
export IMPL_yosys_stat_seqShare=0.463
export IMPL_cts_setup_buffers=0
export IMPL_dp_cells=245
export IMPL_leakagePower_nw=0.569
export IMPL_rows=33
export IMPL_detail_route_antenna_nets=0
[critical path, cell delays in order (launching register included)]
cell and delay (ns):
dfxtp_1 0.60, inv_1 0.23, nor3b_2 0.51, nand2_1 0.13
o21ai_0 0.09, buf_4 0.20
[layout make-up]
type	instances	area (sq um)	area share
Sequential cell	22	611	0.382
Clock inverter	1	30.0	0.0188
Clock buffer	3	41.3	0.0259
Multi-Input combinational cell	102	657	0.411
Tap cell	105	131	0.0823
Timing Repair Buffer	11	108	0.0674
Inverter	5	18.8	0.0118
[Yosys cell counts (all sizes together)]
cell type / count
edfxtp: 17
nand2: 15
nor2: 12
o21ai: 11
nor3: 7
a21oi: 6
ha: 6
buf: 5
dfxtp: 5
inv: 5
a22oi: 4
and2: 4
nand3: 4
nor3b: 4
o211ai: 4
a31oi: 3
nand3b: 3
a211oi: 2
and3: 2
mux2i: 2
nand4: 2
xor2: 2
and3b: 1
and4bb: 1
nand2b: 1
nor2b: 1
nor4: 1
o21bai: 1
o311ai: 1
or3b: 1
xnor2: 1
[metrics by stage]
step / util / cell area (sq um) / power, mW
2_1_floorplan: - / 1320 / 0.814
6_report: 0.194 / 1600 / 1.18
3_5_place_dp: 0.186 / 1530 / 0.891
5_1_grt: 0.194 / 1600 / 1.27
4_1_cts: 0.194 / 1600 / 1.19
3_3_place_gp: 0.186 / 1530 / 0.893
[final timing paths]
kind	endpoint	cells past startpoint	slack [ns]
setup / recovery	data[3]	5	0.87
hold / removal	current_data	0	0.33
setup reg to reg	data[3]	5	0.87
hold reg to reg	current_data	0	0.33
[state kept, by name, summed over array words and instances, names as in the netlist]
| name | flops |
|---|---|
| clk_counter | 4 |
| data | 8 |
| bit_index | 3 |
| current_data_temp | 1 |
| parity_flag | 1 |
| parity_bit | 1 |
| current_state | 3 |
| current_data | 1 |
[cell families after synthesis]
kind of cell | count (synthesis) | share of synthesized area
DFF | 22 | 0.463
AOI/OAI and AO/OA | 32 | 0.167
buffers and inverters | 10 | 0.0380
and+or+nand+nor | 59 | 0.239
muxes | 2 | 0.0152
xor gates and xnor gates | 3 | 0.0199
adders and majority gates | 6 | 0.0570
[power groups by stage]
stage	registers, mW	clock network, mW	logic (mW)
CTS	0.530	0.300	0.357
global route	0.547	0.315	0.404
finish	0.533	0.290	0.356
[per-layer routing]
metal,part of all wire,GRT usage,wire (um),vias up
li1,-,-,-,514
met3,0.077,0.0163,201,0
met2,0.43,0.0583,1130,32
met5,0,0,0,-
met1,0.49,0.0579,1280,466
met4,0,0.00169,0,0
No activity file was given, so power comes from the tool's default toggle rates.
