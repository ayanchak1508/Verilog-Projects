File: /design/flow/config.mk
export PLATFORM = sky130hd
export DESIGN_NAME = motor_driver_main
export DESIGN_NICKNAME = motor_driver_main
export VERILOG_FILES = /design/flow/design.v
export SDC_FILE = /design/flow/constraint.sdc
export NUM_CORES = 4
export LEC_CHECK = 1
export CORE_AREA = 10 10 70 70
export DIE_AREA = 0 0 80 80
File: /design/flow/constraint.sdc
current_design motor_driver_main

set clk_period 1.7
set clk_io_pct 0.2

create_clock -name clk0 -period $clk_period [get_ports {clk}]

set non_clock_inputs [all_inputs -no_clocks]
set_input_delay [expr $clk_period * $clk_io_pct] -clock clk0 $non_clock_inputs
set_output_delay [expr $clk_period * $clk_io_pct] -clock clk0 [all_outputs]
File: /design/flow/design.v
`timescale 1ns / 1ps
module generate_commutation(
	input [2:0]hall,
	input sign,
	input pwm_sig,
	output [5:0]mosfet
    );
assign mosfet[0] = (sign==1)?~(pwm_sig&(hall[0]&(~hall[1]))):(pwm_sig&(hall[0]&(~hall[1])));
assign mosfet[1] = (sign==1)?(hall[1]&(~hall[0])):~(hall[1]&(~hall[0]));
assign mosfet[2] = (sign==1)?~(pwm_sig&(hall[1]&(~hall[2]))):(pwm_sig&(hall[1]&(~hall[2])));
assign mosfet[3] = (sign==1)?(hall[2]&(~hall[1])):~(hall[2]&(~hall[1]));
assign mosfet[4] = (sign==1)?~(pwm_sig&(hall[2]&(~hall[0]))):(pwm_sig&(hall[2]&(~hall[0])));
assign mosfet[5] = (sign==1)?(hall[0]&(~hall[2])):~(hall[0]&(~hall[2]));
endmodule
`timescale 1ns / 1ps
module generate_pwm(
	input [3:0]in_val,
	input clk,
	output out_val
    );
reg [3:0]val = 0;
reg [3:0]counter = 0;
reg flag = 1;
always @(posedge clk)
begin
	val = in_val;
	if(counter+4'b0001==4'b0000)
		counter = 0;
	flag = (counter<val)?1'b1:1'b0;
	counter = counter + 4'b0001;
end
assign out_val = (flag)?1'b1:1'b0;
endmodule
`timescale 1ns / 1ps
module motor_driver_main(
	input [2:0]hall,
	input clk,
	input [4:0]pwm_val,
	output [5:0]mos
    );
wire tmp;
generate_pwm pwm(.in_val(pwm_val[3:0]),.clk(clk),.out_val(tmp));
generate_commutation out(.hall(hall),.sign(pwm_val[4]),.pwm_sig(tmp),.mosfet(mos));
endmodule
File: /design/flow/run.sh
#!/bin/bash
# OpenROAD 26Q1-2900-gdf79404cd8, Yosys 0.63+post, stock flow scripts
make -C /OpenROAD-flow-scripts/flow DESIGN_CONFIG=/design/flow/config.mk WORK_HOME=/design/flow/orfs finish
==> results.sh <==
# yosys + openroad results
export IMPL_finalSetupViolCount=0
export IMPL_syn_inst=44
export IMPL_critPathKind="input port to output pin"
export IMPL_pwr_share_comb_pct=22.1
export IMPL_antenna_found_initial=0
export IMPL_required_ps=1360
export IMPL_numSynthFlops=5
export IMPL_openroad_warnings=25
export IMPL_start_kind="input port"
export IMPL_core_area_mm2=0.00342
export IMPL_avgSynthCellArea_um2=8.33
export IMPL_sw_frac_of_total_pct=21.9
export IMPL_fin_area_um2=622
export IMPL_tightest_slew_ps=226
export IMPL_clock_sinks=5
export IMPL_slew_headroom_pct=84.9
export IMPL_hold_buffers=0
export IMPL_numCtsBuffers=3
export IMPL_logic_area_um2=246
export IMPL_syn_area_um2=367
export IMPL_reg2reg_from="pwm.counter[1]"
export IMPL_hold_end="pwm.counter[0]"
export IMPL_drv_slew=0
export IMPL_wl_met3_um=142
export IMPL_diodes=0
export IMPL_p_per_area_mw_per_mm2=526
export IMPL_cp_top_family="buffers and inverters"
export IMPL_overflow=0
export IMPL_fp_util_pct=10.7
export IMPL_status="finished, final reports clean"
export IMPL_layout_drive_gt1_share_pct=18.2
export IMPL_critPathSlowestCell="dlygate4sd2_1"
export IMPL_crit_top_cell="dlygate4sd2_1"
export IMPL_die_h_um=80
export IMPL_drc=0
export IMPL_switchingPower_mw=0.0715
export IMPL_layout_min_cycle_time_ps=1560
export IMPL_hold_start="pwm.counter[0]"
export IMPL_holdWs_ps=467
export IMPL_layout_top_cell="dlygate4sd2_1"
export IMPL_vias=363
export IMPL_layout_top_cells="dlygate4sd2_1 (10), inv_1 (6), xnor2_1 (6)"
export IMPL_pwr_share_clk_pct=41.6
export IMPL_drtAntennaViolNets=0
export IMPL_grt_setup_unrepaired="no"
export IMPL_synth_warnings=1
export IMPL_firstDrtPassIters=4
export IMPL_h_tree_depth=1
export IMPL_crit_chain="dlygate4sd2_1 > buf_6 > buf_4 > xor2_1 > dlygate4sd2_1"
export IMPL_drt_initial_drc_count=6
export IMPL_slowest_delay_ps=250
export IMPL_gp_congestion=0.725
export IMPL_fp_dieW_um=80
export IMPL_io_buffers=14
export IMPL_rrSetupSlack_ps=220
export IMPL_met2_length_um=342
export IMPL_register_area_um2=100
export IMPL_path_max_fanout=6
export IMPL_hp_class="flop to flop"
export IMPL_top_layer="met3"
export IMPL_clk_latency_ps=240
export IMPL_cp_buffers_inverters=4
export IMPL_synth_stat_cells=44
export IMPL_skew_ps=3.26
export IMPL_placed_area_um2=574
export IMPL_wl_um=879
export IMPL_hold_viol=0
export IMPL_p_leak_nw=0.258
export IMPL_cts_root_buffer="clkbuf_4"
export IMPL_yosysUniqueCellTypes=19
export IMPL_clock_path_buffers=2
export IMPL_grt_max_degree=7
export IMPL_wl_per_cell_um=7.85
export IMPL_rows=21
export IMPL_crit_arrival_ps=1220
export IMPL_whs_path_depth=1
export IMPL_ys_chip_area_um2=367
export IMPL_r2r_end="pwm.flag"
export IMPL_grt_pass1_wl_mm=1.37
export IMPL_maxCapViolations=0
export IMPL_grt_pass1_vias=328
export IMPL_chip_area_mm2=0.00640
export IMPL_fillers=385
export IMPL_cts_tree="done"
export IMPL_worstSetupEndpointType="output pin"
export IMPL_wl_met1_um=393
export IMPL_io_pins=15
export IMPL_area_growth_syn_to_layout_pct=69.6
export IMPL_fmax_mhz=640
export IMPL_ir_drop_uv=324
export IMPL_clkTransAtPathRegs_ps=40
export IMPL_grt_use_total_pct=2.64
export IMPL_ys_seq_share_pct=27.3
export IMPL_p_int_mw=0.255
export IMPL_reg2regPathDepth=5
export IMPL_via_per_inst=3.24
export IMPL_seqPwrFrac_pct=36.4
export IMPL_critical_path_depth=5
export IMPL_post_route_period_util_pct=91.9
-- area by class of cell --
| class | count | share of cell area [%] |
|---|---|---|
| flip-flops and latches | 5 | 16.1 |
| multi-input cells | 32 | 39.6 |
| inverters | 6 | 3.62 |
| clock buffers | 4 | 4.23 |
| well taps | 46 | 9.26 |
| repair buffers | 19 | 27.2 |
-- worst max-delay path by stage --
| stage | start | end | slack (ps) |
|---|---|---|---|
| after CTS | pwm_val[4] | mos[4] | 140 |
| after global routing | hall[0] | mos[0] | 80 |
| final | pwm_val[4] | mos[4] | 140 |
-- power by group through the flow --
stage	logic, mW	clock network [mW]	registers (mW)
5_1_grt	0.0804	0.147	0.119
4_1_cts	0.0731	0.141	0.119
6_report	0.0722	0.136	0.119
-- sequential cells by signal, indices dropped and copies added (netlist names) --
signal,cells
pwm.flag,1
pwm.counter,4
-- through the flow --
stage / instances / total power, mW / setup slack [ps] / util (%) / setup TNS, ps
final: 112 / 0.327 / 138 / 18.2 / 0
after global routing: 112 / 0.346 / 75.6 / 18.2 / 0
after CTS: 112 / 0.333 / 136 / 18.2 / 0
after detailed placement: 105 / 0.200 / -317 / 16.8 / -1720
after global placement: 105 / 0.199 / -307 / 16.8 / -1640
after floorplan: 44 / 0.145 / 263 / - / 0
-- routing by layer --
| metal | track usage [%] | up-vias |
|---|---|---|
| li1 | - | 188 |
| met1 | 3.00 | 160 |
| met2 | 3.93 | 15 |
| met3 | 2.27 | 0 |
| met4 | 0 | 0 |
| met5 | 0 | - |
-- Yosys cell counts (all sizes together) --
library cell  instances  area share, %
nand2                 4            4.1
nand2b                1            1.7
nor2b                 3            5.1
nand3b                1            2.0
buf                   1            1.4
xnor2                 6             14
xor2                  2            4.8
nand3                 3            5.5
o31a                  1            2.4
inv                   6            6.1
a31oi                 2            3.4
and2                  1            2.0
dfxtp                 5             27
a41oi                 1            4.4
nand4                 1            1.7
a21oi                 1            1.4
nor2                  2            2.0
ha                    3             10
-- logic make-up (layout without fill, tap and decap cells) --
family | after synthesis | after routing | share of synthesized area (%)
AOI/OAI and AO/OA | 5 | 5 | 11.6
buffers and inverters | 7 | 29 | 7.51
adders and majority gates | 3 | 3 | 10.2
and+or+nand+nor | 16 | 16 | 24.2
xor gates and xnor gates | 8 | 8 | 19.1
DFF | 5 | 5 | 27.3
-- what timing repair did --
| item | in CTS | in global routing |
|---|---|---|
| buffers inserted | 3 | 0 |
| hold endpoints to repair | 0 | 0 |
| endpoints found under the setup margin | 6 | 0 |
| gates resized | 13 | 0 |
Power is estimated from default activity; no workload was simulated.
